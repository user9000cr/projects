--- design.v ---
`timescale 1ns/1ps
module ahb_slave (
    input  logic        HCLK,
    input  logic        HRESETn,
    input  logic [31:0] HADDR,
    input  logic        HWRITE,
    input  logic [31:0] HWDATA,
    output logic [31:0] HRDATA,
    input  logic        HSEL,
    input  logic        HREADY,
    output logic        HREADYOUT
);
    logic [31:0] mem [0:15];
    always_ff @(posedge HCLK or negedge HRESETn) begin
        if (!HRESETn) begin
            HRDATA <= 0;
            HREADYOUT <= 1;
        end else if (HSEL && HREADY) begin
            if (HWRITE) begin
                mem[HADDR[5:2]] <= HWDATA;
            end else begin
                HRDATA <= mem[HADDR[5:2]];
            end
        end
    end
endmodule
--- run.sh ---
#!/bin/bash
# OpenROAD 26Q1-2900-gdf79404cd8, Yosys 0.63+post, stock flow scripts
make -C /OpenROAD-flow-scripts/flow DESIGN_CONFIG=/design/flow/config.mk WORK_HOME=/design/flow/orfs finish
--- config.mk ---
export PLATFORM = sky130hd
export DESIGN_NAME = ahb_slave
export DESIGN_NICKNAME = ahb_slave
export VERILOG_FILES = /design/flow/design.v
export SDC_FILE = /design/flow/constraint.sdc
export NUM_CORES = 4
export LEC_CHECK = 1
export CORE_UTILIZATION = 30
--- constraint.sdc ---
current_design ahb_slave

set clk_period 2.6
set clk_io_pct 0.2

create_clock -name clk0 -period $clk_period [get_ports {HCLK}]

set non_clock_inputs [all_inputs -no_clocks]
set_input_delay [expr $clk_period * $clk_io_pct] -clock clk0 $non_clock_inputs
set_output_delay [expr $clk_period * $clk_io_pct] -clock clk0 [all_outputs]
==> flow_metrics.env <==
# implementation run metrics
export IMPL_wl_um=53100
export IMPL_die_area_um2=69600
export IMPL_yosysSeqAreaShare_pct=78.6
export IMPL_place_inst=2199
export IMPL_leakage_nw=7.89
export IMPL_intPower_w=0.0149
export IMPL_max_slew_margin_rel_pct=47.7
export IMPL_vias_per_cell=5.14
export IMPL_finalSetupViolations=0
export IMPL_max_cap_viol_count=0
export IMPL_power_switching_w=0.00393
export IMPL_yosys_area_top_type_share_pct=74.7
export IMPL_dp_slack_ns=-0.168
export IMPL_drc=0
export IMPL_n_fill_cell=6099
export IMPL_grt_max_degree=33
export IMPL_fp_utilization_pct=30.5
export IMPL_topCellsByArea="edfxtp_1 75%, a22oi_1 6.0%, dfrtp_1 3.9%"
export IMPL_vdd_drop_max_mv=0.459
export IMPL_clkPwrFrac_pct=41.8
export IMPL_synthCells=1218
export IMPL_path_max_fanout=2
export IMPL_path_clk_slew_ns=0.06
export IMPL_sw_frac_of_total_pct=20.8
export IMPL_drt_pass1_iter_count=5
export IMPL_cts_setup_buffers=0
export IMPL_ys_flop_type="edfxtp_1"
export IMPL_max_freq_ghz=0.475
export IMPL_wl_per_cell_um=23.1
export IMPL_drtIter0Drc=599
export IMPL_gp_congestion=0.857
export IMPL_path_cells="clkdlybuf4s50_1"
export IMPL_top_area_cell="edfxtp_1"
export IMPL_holdCritPathClass="input port to async pin"
export IMPL_period_minus_slack_ns=2.11
export IMPL_place_area_um2=23300
export IMPL_antenna_found_initial=2
export IMPL_clock_path_buffers=3
export IMPL_layout_setup_ws_ns=0.494
export IMPL_grt_pass1_vias=12964
export IMPL_clock_latency_late_pin_ns=0.61
export IMPL_synth_async_reset_ratio_pct=5.88
export IMPL_comb_power_share_pct=6.3
export IMPL_numPortBuffers=72
export IMPL_synth_distinct_cells=51
export IMPL_path_buffers=1
export IMPL_syn_area_per_cell_um2=16.9
export IMPL_rsz0062_at_grt="no"
export IMPL_fin_skew_ns=0.0137
export IMPL_edf_count=512
export IMPL_warning_count=54
export IMPL_antenna_cells=0
export IMPL_drive_gt1_share_pct=17.8
export IMPL_power_frac_seq_pct=51.9
export IMPL_clkSinkCount=544
export IMPL_endpoint_kind="primary output"
export IMPL_required_ns=2.08
export IMPL_fin_cells=2298
export IMPL_hpwl_um=32800
export IMPL_powerDensity_nw_per_um2=752
export IMPL_die_w_um=264
export IMPL_p_total_w=0.0189
export IMPL_grt_pass1_wl_um=79700
export IMPL_cts_tree="yes"
export IMPL_crit_type="register to primary output"
export IMPL_fin_area_um2=25100
export IMPL_rows=95
export IMPL_ys_warn_count=2
export IMPL_ant_nets=0
export IMPL_hold_buffers=0
export IMPL_ys_area_um2=20600
export IMPL_cts_resized=0
export IMPL_arrival_ns=1.59
export IMPL_numCtsBuffers=54
export IMPL_yosysCellCount=1218
export IMPL_grt_ovfl_total=0
export IMPL_root_buffer="clkbuf_16"
export IMPL_ys_seq_elements=544
export IMPL_htree_levels=2
export IMPL_areaGrowthSynthToFinish_pct=22.0
export IMPL_holdWs_ns=0.0797
export IMPL_cp_top_family="buffers and inverters"
export IMPL_grt_usage_pct=16.4
export IMPL_outcome="completed"
export IMPL_synth_area_um2=20600
export IMPL_io_pins=102
export IMPL_vias=11822
export IMPL_slowest_delay_ns=0.51
export IMPL_tightest_slew_ns=0.785
export IMPL_critPathLaunchType="register"
export IMPL_slew_viol_final=0
export IMPL_dieHeight_um=264
export IMPL_finalHoldViolCount=0
export IMPL_fp_coreArea_um2=67500
export IMPL_fin_crit_sh_pct=81.0
export IMPL_slowest_stage="clkdlybuf4s50_1"
[per-layer routing]
metal  share of wire (%)  vias to the layer above  GRT usage (%)
met3                  15                       72           11.8
met4                 1.9                        8           2.67
li1                    -                     5307              -
met1                  36                     5790           19.3
met2                  47                      645           25.1
met5                0.26                        -           1.59
[cell usage after synthesis, types with 2 or more instances]
master / number
dfrtp_1: 32
o22ai_1: 86
nor2_1: 19
and2_1: 3
and3_1: 3
buf_4: 5
or2_2: 2
clkbuf_1: 20
buf_1: 2
a22oi_2: 9
a221oi_1: 10
or2_0: 2
a22o_1: 19
o21ai_0: 11
a31oi_1: 9
nor3_1: 23
nor2b_2: 2
nor2_2: 2
inv_2: 2
or2_1: 18
nor3_2: 2
nor2b_1: 7
buf_2: 44
and3b_1: 3
edfxtp_1: 512
nand3_1: 22
nand2_1: 60
nor4_1: 9
buf_6: 10
o21ai_1: 9
o2bb2ai_1: 21
a21oi_1: 25
clkbuf_2: 3
mux2i_1: 21
a22oi_1: 164
nand2b_1: 12
[sequential cells by signal (all words and copies together), names as in the netlist]
signal / flops
HRDATA: 32
mem: 512
[kinds of logic (layout without fill, tap and decap cells)]
| group | count (synthesis) | count (layout) | share of synthesized area (%) |
|---|---|---|---|
| AND/OR/NAND/NOR | 198 | 198 | 5.12 |
| buffers and inverters | 87 | 294 | 2.38 |
| AND-OR/OR-AND | 367 | 367 | 12.8 |
| other | 1 | 1 | 0.0182 |
| flip-flops | 544 | 544 | 78.6 |
| multiplexers | 21 | 21 | 1.02 |
[layout by cell type (no fill, tap or decap), drive strengths merged, types with 3 or more instances in the layout]
cell type	netlist	routed
nor2	21	21
o2bb2ai	21	21
inv	2	4
clkinv	0	15
dfrtp	32	32
o22ai	86	86
mux2i	21	21
buf	62	126
and3	3	3
clkbuf	23	72
nor3	26	26
bufinv	0	6
a21oi	25	25
a22o	19	19
o21ai	20	20
nand3	22	22
nor3b	3	3
nand2b	12	12
and3b	3	3
clkinvlp	0	4
edfxtp	512	512
and2	3	3
a31oi	9	9
clkdlybuf4s50	0	67
nor2b	9	9
nor4	10	10
or2	22	22
nand2	60	60
a221oi	10	10
a22oi	173	173
[power groups by stage]
| stage | sequential [W] | combinational, W | clock [W] |
|---|---|---|---|
| 6_report | 0.00979 | 0.00118 | 0.00790 |
| 5_1_grt | 0.00981 | 0.00130 | 0.00839 |
| 4_1_cts | 0.00980 | 0.00120 | 0.00802 |
[per-stage QoR]
stage | setup TNS [ns] | util (%)
6_report | 0 | 37.2
5_1_grt | 0 | 37.2
4_1_cts | 0 | 37.2
3_5_place_dp | -0.239 | 34.5
3_3_place_gp | -0.0344 | 34.5
2_1_floorplan | -141.79 | -
[final cells by class]
class	instances	area (um2)	area share, %
timing repair buffer	193	1940	7.74
sequential	544	16200	64.5
inverter	2	7.51	0.0299
multi-input combinational	587	4050	16.1
tap	873	1090	4.35
clock buffer	72	1520	6.06
clock inverter	27	304	1.21
[final timing paths]
check | startpoint | end | slack [ns] | depth (start not counted)
max | HRDATA[11] | HRDATA[11] | 0.49 | 1
min | HRESETn | HRDATA[4] | 0.08 | 2
max reg2reg | mem[2][12] | HRDATA[12] | 1.04 | 6
min reg2reg | HRDATA[9] | HRDATA[9] | 0.49 | 2
max in group asynchronous | HRESETn | HRDATA[29] | 2.08 | 2
min in group clk0 | HRDATA[9] | HRDATA[9] | 0.49 | 2
