<file path="design.v">
`timescale 1ns/1ps
module ahb_master (
    input  logic        HCLK,
    input  logic        HRESETn,
    output logic [31:0] HADDR,
    output logic        HWRITE,
    output logic [31:0] HWDATA,
    input  logic [31:0] HRDATA,
    output logic        HSEL,
    output logic        HREADY,
    input  logic        HREADYOUT
);
    typedef enum logic [1:0] {IDLE, WRITE, READ, DONE} state_t;
    state_t state;
    always_ff @(posedge HCLK or negedge HRESETn) begin
        if (!HRESETn) begin
            state   <= IDLE;
            HADDR   <= 0;
            HWDATA  <= 0;
            HWRITE  <= 0;
            HSEL    <= 0;
        end else begin
            case (state)
                IDLE: begin
                    HADDR  <= 32'h0000_0004;
                    HWDATA <= 32'hDEADBEEF;
                    HWRITE <= 1;
                    HSEL   <= 1;
                    state  <= WRITE;
                end
                WRITE: begin
                    if (HREADYOUT) begin
                        HWRITE <= 0;
                        state  <= READ;
                    end
                end
                READ: begin
                    if (HREADYOUT) begin
                        state <= DONE;
                    end
                end
                DONE: begin
                    HSEL <= 0;
                end
            endcase
        end
    end
    assign HREADY = 1;
endmodule
</file>
<file path="constraint.sdc">
current_design ahb_master

set clk_period 1.3
set clk_io_pct 0.2

create_clock -name clk0 -period $clk_period [get_ports {HCLK}]

set non_clock_inputs [all_inputs -no_clocks]
set_input_delay [expr $clk_period * $clk_io_pct] -clock clk0 $non_clock_inputs
set_output_delay [expr $clk_period * $clk_io_pct] -clock clk0 [all_outputs]
</file>
<file path="run.sh">
#!/bin/bash
# OpenROAD 26Q1-2900-gdf79404cd8, Yosys 0.63+post, stock flow scripts
make -C /OpenROAD-flow-scripts/flow DESIGN_CONFIG=/design/flow/config.mk WORK_HOME=/design/flow/orfs finish
</file>
<file path="config.mk">
export PLATFORM = sky130hd
export DESIGN_NAME = ahb_master
export DESIGN_NICKNAME = ahb_master
export VERILOG_FILES = /design/flow/design.v
export SDC_FILE = /design/flow/constraint.sdc
export NUM_CORES = 4
export LEC_CHECK = 1
export CORE_AREA = 10 10 70 70
export DIE_AREA = 0 0 80 80
</file>
==> reports/summary.log <==
[run_status] result of the run finished with violations
[global_routing] remaining global-route overflow 0
[synthesis] Cells after Synth 82
[timing] final setup margin -0.0907 ns
[timing] final setup violation count 9
[drt] wire length reported by the detailed router 1640 microns
[drt] iteration count of the initial detailed-routing pass 2
[global_routing] number of global-route vias before repair 462
[final_layout] Storage cell area 178 sq um
[synthesis] flip-flops with a built-in enable 0
[setup_path] critical path launch point type flip-flop
[setup_path] r2r startpoint HADDR[2]$_DFFE_PN0P_
[floorplanning] horizontal die size 80 microns
[final_layout] area occupied by multi-input gates 211 sq um
[drt] total DRC errors in the routed layout 0
[drt] Detailed Route Iter0 Violations 21
[drt] total number of vias 394
[cts] clock tree from TritonCTS yes
[placed_design] routability-driven placement congestion ratio 0.709
[cts] number of clock buffers inserted by TritonCTS 3
[synthesis] mapped cell area 726 sq um
[power] power density over the cells 496 nW/um^2
[synthesis] Ys Warns 1
[final_layout] fillers 355
[cts] count of H-tree levels built during CTS 1
[floorplanning] fp_density 0.212
[global_routing] global-route wire length before repair 2280 microns
[flow_run] tally of max-capacitance violations 0
[setup_path] worst r2r dst HADDR[2]$_DFFE_PN0P_
[synthesis] area fraction of the dominant cell type after synthesis 0.662
[placed_design] worst slack, placed 0.0336 ns
[timing] fmax 719 MHz
[drt] number of nets with antenna violations after routing 0
[setup_path] crit path max fanout 5
[synthesis] top area cells in the synthesized netlist buf_4 66%, dfrtp_1 21%, dfstp_2 3.6%
[power] worst ir drop on vdd 335 uV
[timing] max-slew violations 0
[synthesis] commonest cells in the synthesized netlist 64 x buf_4, 6 x dfrtp_1, 3 x nor2_1, 2 x conb_1
[cts] clock root cell clkbuf_4
[power] total leakage power 0.505 nW
[floorplanning] die outline height 80 microns
[setup_path] count of cells along the worst register-to-register path 4
[drt] ant diodes 0
[drt] Via-to-Cell Ratio 2.70
[global_routing] overall fraction of global-route tracks in use 0.0442
[timing] Setup Total Neg Slack -0.801 ns
[drt] mean routed wirelength per cell 11.2 microns
[global_routing] pin count of the biggest net entering global routing 9
[synthesis] cell taking the most area after synthesis buf_4
[timing] final setup skew 0.00635 ns
[setup_path] CP arrival 1.13 ns
[final_layout] fraction of layout cells with a size suffix above 1 0.430
[synthesis] mean area per synthesized cell 8.85 sq um
[synthesis] proportion of register bits with asynchronous set or reset after synthesis 1.00
[setup_path] slack of the worst reg-to-reg path 0.13 ns
[setup_path] required time reported for the critical path endpoint 1.04 ns
[synthesis] most frequently used cell type in the post-synthesis netlist buf_4
[setup_path] kind of end point of the critical path primary output
[hold_path] Hold Path Class in2async
[placed_design] number of buffer cells added on primary ports 29
[synthesis] total cell area reported by yosys after synthesis 726 sq um
[placed_design] detailed placer's ending HPWL 1310 microns
[floorplanning] area of the core region 3420 sq um
[run_status] violated checks setup timing
[timing] unrepaired setup endpoints after global routing yes
[cts] CTS sink count 7
[synthesis] count of unique library cells instantiated by Yosys 11
[setup_path] type of the worst setup path reg2out
[synthesis] number of synthesized register bits 7
[synthesis] leading register cell type out of synthesis dfrtp_1
[cts] latest clock arrival within the worst-skew pair 0.25 ns
[timing] Hold Vio Cnt, Final 0
[global_routing] initial antenna violation count 0
[floorplanning] total die area 6400 sq um
[synthesis] share of the yosys chip area belonging to registers 0.243
[flow_run] stage-log warning count 59
[final_layout] synth-to-layout area growth 31.2%
[cts] Clk pin slew, worst setup/hold paths 0.05 ns
[cts] Longest Clk Path Bufs 2
[floorplanning] std cell rows 21
[floorplanning] number of top-level pins 102
[timing] post-layout minimum cycle time 1.39 ns
[timing] Period Utilization, post-route 1.07
[synthesis] number of standard cells reported by yosys 82
## cell usage in the layout, fill, tap and decap left out
cell type        Yosys  final
mux2_4               1      1
dfstp_2              1      1
conb_1               2     41
dfrtp_2              0      1
buf_16               0      3
a21o_2               1      1
or2_2                1      1
clkbuf_1             0      1
buf_2                0      1
a21o_1               1      1
inv_1                1      1
buf_4               64      2
buf_6                0     28
buf_12               0      1
nor2_1               3      3
dlygate4sd2_1        0      2
clkdlybuf4s50_1      0      2
dfrtp_1              6      5
clkbuf_4             0      3
o2bb2ai_1            1      1
## critical path, cell delays in order, from the launching register on
cell	delay [ns]
dfrtp_2	0.41
buf_6	0.12
buf_6	0.12
buf_12	0.13
buf_6	0.10
## per-layer routing
metal  GRT usage  up-vias  routed length [microns]
li1            -      181                        -
met1      0.0464      178                      593
met2      0.0787       33                      849
met3      0.0239        2                      186
met4     0.00352        0                        6
met5           0        -                        0
## worst max-delay path by stage
stage / startpoint / to / slack, ns / cells past startpoint
5_1_grt: HADDR[2]$_DFFE_PN0P_ / HWDATA[6] / -0.15 / 4
6_report: HADDR[2]$_DFFE_PN0P_ / HWDATA[0] / -0.09 / 4
4_1_cts: HADDR[2]$_DFFE_PN0P_ / HWDATA[31] / -0.1 / 4
## power by group
part	internal (mW)	switching, mW
registers	0.231	0.00652
clock network	0.117	0.0748
logic	0.0231	0.0198
total	0.371	0.101
## cell families (layout without fill, tap and decap cells)
family	count (synthesis)	after routing	synth area share
buffers and inverters	65	44	0.667
multiplexers	1	1	0.0207
flip-flops	7	7	0.243
other	2	41	0.0103
AND/OR/NAND/NOR	4	4	0.0241
AND-OR/OR-AND	3	3	0.0345
## stage by stage
step,hold slack (ns),power [mW],area [sq um],util,std cells
6_report,0.262,0.472,952,0.279,146
5_1_grt,0.268,0.518,952,0.279,146
4_1_cts,0.270,0.486,923,0.270,147
3_5_place_dp,0.425,0.286,767,0.225,134
3_3_place_gp,0.418,0.286,767,0.225,134
2_1_floorplan,-0.0356,0.338,872,-,121
## timing repair
action	CTS	global route
hold buffers	0	0
gates cloned	3	0
resized	104	7
endpoints found under the setup margin	27	25
pin swaps	0	0
buffers inserted	7	0
## area by class of cell
class                   count  share of cell area
repair buffers             39               0.499
multi-input cells          49               0.222
flip-flops and latches      7               0.187
well taps                  46              0.0604
clock buffers               4              0.0276
inverters                   1             0.00394
Power and IR drop assume default switching activity.
